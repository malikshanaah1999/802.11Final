File: /design/flow/run.sh
#!/bin/bash
# OpenROAD 26Q1-2900-gdf79404cd8, Yosys 0.63+post, stock flow scripts
make -C /OpenROAD-flow-scripts/flow DESIGN_CONFIG=/design/flow/config.mk WORK_HOME=/design/flow/orfs finish
File: /design/flow/design.v
`timescale 1ns/10ps
module scrambler (
    Input, Reset, Clock, Output
);
input Clock;
input Reset;
input Input;
output Output;
wire Output;
wire feedback;
reg [6:0] state;
always @(posedge Clock, negedge Reset) begin: SCRAMBLER_SEQ
    if ((!Reset)) begin
        state <= 127;
    end
    else begin
        state[7-1:5] <= state[6-1:4];
        state[4-1:1] <= state[3-1:1];
        state[0] <= feedback;
    end
end
assign feedback = (state[6] ^ state[3]);
assign Output = (Input ^ feedback);
endmodule
`timescale 1ns/10ps
module encoder (
    Input, Reset, Clock, Output
);
input Clock;
input Reset;
input Input;
output Output;
wire Output;
reg is_odd;
reg [6:0] state;
always @(posedge Clock, negedge Reset) begin: ENCODER_SEQ
    if ((!Reset)) begin
        state <= 0;
        is_odd <= 0;
    end
    else begin
        state[6-1:0] <= state[6-1:0];
        state[6] <= Input;
        is_odd <= 1;
    end
end
assign Output = is_odd ? ((((state[1] ^ state[3]) ^ state[4]) ^ state[6]) ^ state[7]) : ((((state[1] ^ state[2]) ^ state[3]) ^ state[4]) ^ state[7]);
endmodule
`timescale 1ns/10ps
module interleaver (
    Input, Reset, Clock, Output
);
input Input;
input Reset;
input Clock;
output Output;
reg Output;
reg [7:0] counter;
reg [1:0] i_row_IN;
reg [1:0] i_row_OUT;
reg [3:0] j_col_IN;
reg [3:0] j_col_OUT;
reg [3:0] MEM_IN [0:3-1];
reg [3:0] MEM_OUT [0:3-1];
always @(posedge Clock, negedge Reset) begin: INTERLEAVER_SAMPLE_SEQ
    if ((!Reset)) begin
        Output <= 0;
    end
    else begin
        Output <= MEM_OUT[i_row_OUT][j_col_OUT];
    end
end
always @(posedge Clock, negedge Reset) begin: INTERLEAVER_CONTROL_SEQ
    integer i;
    if ((!Reset)) begin
        j_col_IN <= 0;
        i_row_IN <= 0;
        for (i=0; i<3; i=i+1) begin
            MEM_IN[i] <= 0;
        end
        j_col_OUT <= 0;
        i_row_OUT <= 0;
        for (i=0; i<3; i=i+1) begin
            MEM_OUT[i] <= 0;
        end
        counter <= 1;
    end
    else begin
        counter <= (counter + 1);
        if ((counter == 48)) begin
            for (i=0; i<3; i=i+1) begin
                MEM_OUT[i] <= MEM_IN[i];
            end
            j_col_IN <= 0;
            i_row_IN <= 0;
            j_col_OUT <= 0;
            i_row_OUT <= 0;
            counter <= 1;
            MEM_OUT[i_row_IN][j_col_IN] <= Input;
        end
        else begin
            MEM_IN[i_row_IN][j_col_IN] <= Input;
            j_col_IN <= (j_col_IN + 1);
            if ((j_col_IN == 15)) begin
                i_row_IN <= (i_row_IN + 1);
            end
            i_row_OUT <= (i_row_OUT + 1);
            if (((i_row_OUT + 1) == 3)) begin
                j_col_OUT <= (j_col_OUT + 1);
                i_row_OUT <= 0;
            end
        end
    end
end
endmodule
module Transmitter(Start, Input, Reset, Clock, Clock2, Output);
    input wire Start;
    input wire Input;
    input wire Reset;
    input wire Clock;
    input wire Clock2;
    output wire Output;
    reg transmitter_out;
    reg is_scramble;  
    reg is_coded;  
    wire scrambler_out;
    reg scrambler_reset;
    reg scrambler_in;
    scrambler scrambl(
        .Input(scrambler_in),
        .Reset(scrambler_reset),
        .Clock(Clock),
        .Output(scrambler_out)
    );
    reg [3:0] CURRENT_STATE;  
    parameter [3:0] IDLE_STATE = 0;
    parameter [3:0] PLCP_PREAMBLE_STATE = 1;
    reg [7:0] TURNS_PLCP_PREAMBLE;
    parameter MAX_TURNS_PLCP_PREAMBLE = 95;
    parameter [0:8*12-1] PREAMBLE_SYMBOLS = {8'hAA, 8'hAA, 8'hAA, 8'hAA,
                                             8'hAA, 8'hAA, 8'hAA, 8'hAA,
                                             8'hAA, 8'hAA, 8'hAA, 8'hAA};
    parameter [3:0] SIGNAL_RATE_STATE = 2;
    reg [1:0] TURNS_RATE_STATE;
    parameter [0:3] RATE = 4'b1101;   
    parameter [3:0] SIGNAL_RESERVERD_STATE = 3;
    parameter [3:0] SIGNAL_LENGTH_STATE = 4;
    reg [3:0] TURNS_LENGTH_STATE;
    parameter [0:11] LENGTH = 12'h010;
    parameter [3:0] SIGNAL_PARITY_STATE = 5;
    parameter [3:0] SIGNAL_TAIL_STATE = 6;
    reg [2:0] TURNS_TAIL_STATE;
    parameter [3:0] DATA_SERVICE_STATE = 7;
    reg [3:0] TURNS_SERVICE_STATE;
    parameter [3:0] DATA_PSDU_STATE = 8;
    reg [14:0] TURNS_PSDU_STATE;            
    parameter [3:0] DATA_TAIL_STATE = 9;
    parameter [3:0] DATA_PADBITS_STATE = 10;
    parameter [7:0] N_DBPS = 24;
    parameter [8:0] N_CBPS = N_DBPS * 2; 
    reg [7:0] DPBS_REMAINDER;     
    reg [7:0] TURNS_PADBITS_STATE;
    parameter [3:0] WAIT4INTER_STATE = 11;   
    reg [8:0] TURNS_WAIT4INTER_STATE;
    wire encoder_out;
    reg encoder_reset;
    wire encoder_in;
    assign encoder_in = (CURRENT_STATE >= DATA_SERVICE_STATE) ? scrambler_out : transmitter_out;
    encoder enc(
        .Input(encoder_in),
        .Reset(encoder_reset),
        .Clock(Clock2),
        .Output(encoder_out)
    );
    wire interleaver_out;
    reg interleaver_reset;
    always @(posedge Clock2)
    begin
        if (encoder_reset)
            interleaver_reset <= 1'b1;
        else
            interleaver_reset <= 1'b0;
    end
    interleaver interl(
        .Input(encoder_out),
        .Clock(Clock2),
        .Reset(interleaver_reset),
        .Output(interleaver_out)
    );
    assign Output = is_coded ? interleaver_out : transmitter_out;
    always @(posedge Clock, posedge Reset)
    begin
        if (Reset)       
        begin
            scrambler_reset <= 1'b1;
            encoder_reset <= 1'b1;
            scrambler_in <= 1'b0;
            transmitter_out <= 1'b0;
            is_scramble <= 1'b0;
            is_coded <= 1'b0;
            CURRENT_STATE <= IDLE_STATE; 
            TURNS_PLCP_PREAMBLE <= 8'h00;
            TURNS_RATE_STATE <= 2'b00;
            TURNS_LENGTH_STATE <= 4'h0;
            TURNS_TAIL_STATE <= 3'b000;
            TURNS_SERVICE_STATE <= 4'b0000;
            TURNS_PSDU_STATE <= 15'b000_0000_0000_0000;
            DPBS_REMAINDER <= 8'h00;
            TURNS_PADBITS_STATE <= 8'h00;
            TURNS_WAIT4INTER_STATE <= 8'h00;
        end
        else if (Start)  
        begin
            CURRENT_STATE <= PLCP_PREAMBLE_STATE;
            is_scramble <= 1'b0;
            is_coded <= 1'b0;
            transmitter_out <= 1'b0;
            scrambler_reset <= 1'b0;
            encoder_reset <= 1'b0;
            DPBS_REMAINDER <= 8'h00;
        end
        else
        begin
            case (CURRENT_STATE)
                PLCP_PREAMBLE_STATE:
                begin
                    is_scramble <= 1'b0;
                    transmitter_out <= PREAMBLE_SYMBOLS[TURNS_PLCP_PREAMBLE];
                    if (TURNS_PLCP_PREAMBLE >= MAX_TURNS_PLCP_PREAMBLE)
                    begin
                        CURRENT_STATE <= SIGNAL_RATE_STATE;
                        TURNS_PLCP_PREAMBLE <= 8'h00;
                        encoder_reset <= 1'b1;
                    end
                    else
                        TURNS_PLCP_PREAMBLE <= TURNS_PLCP_PREAMBLE + 8'h01;
                end
                SIGNAL_RATE_STATE:
                begin
                    encoder_reset <= 1'b0;
                    is_scramble <= 1'b0;
                    is_coded <= 1'b1;
                    transmitter_out <= RATE[TURNS_RATE_STATE];
                    if (TURNS_RATE_STATE == 2'b11)
                    begin
                        CURRENT_STATE <= SIGNAL_RESERVERD_STATE;
                        TURNS_RATE_STATE <= 2'b00;
                    end
                    else
                        TURNS_RATE_STATE <= TURNS_RATE_STATE + 2'b01;
                end
                SIGNAL_RESERVERD_STATE:
                begin
                    is_scramble <= 1'b0;
                    transmitter_out <= 1'b0;     
                    CURRENT_STATE <= SIGNAL_LENGTH_STATE;
                end
                SIGNAL_LENGTH_STATE:
                begin
                    is_scramble <= 1'b0;
                    transmitter_out <= LENGTH[TURNS_LENGTH_STATE];
                    if (TURNS_LENGTH_STATE >= 11)    
                    begin
                        CURRENT_STATE <= SIGNAL_PARITY_STATE;
                        TURNS_LENGTH_STATE <= 2'b00;
                    end
                    else
                        TURNS_LENGTH_STATE <= TURNS_LENGTH_STATE + 2'b01;
                end
                SIGNAL_PARITY_STATE:
                begin
                    is_scramble <= 1'b0;
                    transmitter_out <= ^{ {RATE},    
                                          {1'b0},    
                                          {LENGTH}   
                                        };
                    CURRENT_STATE <= SIGNAL_TAIL_STATE;
                end
                SIGNAL_TAIL_STATE:
                begin
                    is_scramble <= 1'b0;
                    transmitter_out <= 1'b0;         
                    if (TURNS_TAIL_STATE >= 5)       
                    begin
                        CURRENT_STATE <= DATA_SERVICE_STATE;
                        TURNS_TAIL_STATE <= 3'b000;
                        scrambler_reset <= 1'b1;     
                    end
                    else
                        TURNS_TAIL_STATE <= TURNS_TAIL_STATE + 3'b001;
                end
                DATA_SERVICE_STATE:
                begin
                    scrambler_reset <= 1'b0;
                    is_scramble <= 1'b1;
                    scrambler_in <= 1'b0;
                    if (DPBS_REMAINDER == N_DBPS)
                        DPBS_REMAINDER <= 8'h01;
                    else
                        DPBS_REMAINDER <= DPBS_REMAINDER + 8'h01;
                    if (TURNS_SERVICE_STATE >= 15)
                    begin
                        CURRENT_STATE <= DATA_PSDU_STATE;
                        TURNS_SERVICE_STATE <= 4'b0000;
                    end
                    else
                        TURNS_SERVICE_STATE <= TURNS_SERVICE_STATE + 4'b0001;
                end
                DATA_PSDU_STATE:
                begin
                    is_scramble <= 1'b1;
                    scrambler_in <= Input;
                    if (DPBS_REMAINDER == N_DBPS)
                        DPBS_REMAINDER <= 8'h01;
                    else
                        DPBS_REMAINDER <= DPBS_REMAINDER + 8'h01;
                    if (TURNS_PSDU_STATE + 15'b000_0000_0000_0001 >= {{LENGTH}, {3'b000}})
                    begin
                        CURRENT_STATE <= DATA_TAIL_STATE;
                        TURNS_PSDU_STATE <= 15'b000_0000_0000_0000;
                    end
                    else
                        TURNS_PSDU_STATE <= TURNS_PSDU_STATE + 15'b000_0000_0000_0001;
                end
                DATA_TAIL_STATE:
                begin
                    is_scramble <= 1'b1;
                    scrambler_in <= 1'b0;         
                    if (DPBS_REMAINDER == N_DBPS)
                        DPBS_REMAINDER <= 8'h01;
                    else
                        DPBS_REMAINDER <= DPBS_REMAINDER + 8'h01;
                    if (TURNS_TAIL_STATE >= 6)
                    begin
                        CURRENT_STATE <= DATA_PADBITS_STATE;
                        TURNS_TAIL_STATE <= 3'b000;
                    end
                    else
                        TURNS_TAIL_STATE <= TURNS_TAIL_STATE + 3'b001;
                end
                DATA_PADBITS_STATE:
                begin
                    if (DPBS_REMAINDER == N_DBPS)
                    begin
                        DPBS_REMAINDER <= 8'h00;
                        CURRENT_STATE <= WAIT4INTER_STATE;
                        transmitter_out <= 1'b0; 
                    end
                    else
                    begin
                        DPBS_REMAINDER <= DPBS_REMAINDER + 8'h01; 
                        is_scramble <= 1'b1;
                        scrambler_in <= 1'b0;
                    end
                end
                WAIT4INTER_STATE:
                begin
                    if (TURNS_WAIT4INTER_STATE + 8'h01 >= N_CBPS)
                    begin
                        CURRENT_STATE <= IDLE_STATE;
                        TURNS_WAIT4INTER_STATE <= 8'h00;
                        is_scramble <= 1'b0;
                    end
                    else
                        TURNS_WAIT4INTER_STATE <= TURNS_WAIT4INTER_STATE + 8'h01;
                end
                default:
                begin
                    scrambler_reset <= 1'b0;
                    encoder_reset <= 1'b0;
                    transmitter_out <= 1'b0;
                    is_scramble <= 1'b0;
                    is_coded <= 1'b0;
                    CURRENT_STATE <= IDLE_STATE;
                    TURNS_PLCP_PREAMBLE <= 8'h00;
                    TURNS_RATE_STATE <= 2'b00;
                    TURNS_LENGTH_STATE <= 4'h0;
                    TURNS_TAIL_STATE <= 3'b000;
                    TURNS_SERVICE_STATE <= 4'b0000;
                    TURNS_PSDU_STATE <= 15'b000_0000_0000_0000;
                    DPBS_REMAINDER <= 8'h00;
                    TURNS_PADBITS_STATE <= 8'h00;
                    TURNS_WAIT4INTER_STATE <= 8'h00;
                end
            endcase
        end
    end
endmodule
File: /design/flow/constraint.sdc
current_design Transmitter

set clk_period 1.8
set clk_io_pct 0.2

create_clock -name clk0 -period $clk_period [get_ports {Clock}]
create_clock -name clk1 -period $clk_period [get_ports {Clock2}]

set non_clock_inputs [all_inputs -no_clocks]
set_input_delay [expr $clk_period * $clk_io_pct] -clock clk0 $non_clock_inputs
set_output_delay [expr $clk_period * $clk_io_pct] -clock clk0 [all_outputs]
File: /design/flow/config.mk
export PLATFORM = sky130hd
export DESIGN_NAME = Transmitter
export DESIGN_NICKNAME = Transmitter
export VERILOG_FILES = /design/flow/design.v
export SDC_FILE = /design/flow/constraint.sdc
export NUM_CORES = 4
export LEC_CHECK = 1
export CORE_UTILIZATION = 40
==> impl_metrics.py <==
# Generated from Yosys and OpenROAD reports
metrics = {
    "power_and_ir_drop": {
        "switching_power_mw": 1.55,
        "combPwrFrac_pct": 12.7,
        "pwr_density_cell_nw_per_um2": 849,
        "power_frac_clock_pct": 43.8,
        "switching_share_pct": 24.3,
        "worst_voltage_drop_across_the_vdd_grid_mv": 0.646,
        "power.sequential.fraction_pct": 43.5,
        "power.total_mw": 6.38,
        "internal_power_mw": 4.83,
        "power.leakage_nw": 3.37,
    },
    "yosys": {
        "yosys-stat-cells": 595,
        "yosys_register_bits": 111,
        "cell_type_count": 56,
        "dominantRegCellSynth": "sky130_fd_sc_hd__dfrtp_1",
        "avg_synthesized_cell_area_um2": 9.62,
        "ys.warnings.count": 8,
        "synth_seq_share_pct": 48.5,
        "count_of_flip_flops_with_a_built_in_enable_after_synthesis": 0,
        "synth_area_um2": 5720,
        "post_synth_inst_count": 595,
        "ys_async_sr_fraction_pct": 99.1,
        "yosys.stat.chipArea_um2": 5720,
    },
    "timing": {
        "timing.final.ws_setup_ns": -0.455,
        "rsz0062_at_grt": "yes",
        "hold_violations": 0,
        "fin_skew_ns": 0.00614,
        "fin_hold_ws_ns": 0.209,
        "timing_worst_slew_pin_value_ns": 0.536,
        "timing.slew.headroom_pct": 64.0,
        "setup_violations": 49,
        "drv_slew": 0,
        "setup_tns_final_ns": -10.63,
    },
    "cells_and_area": {
        "mostFrequentLayoutCells": "105 x sky130_fd_sc_hd__dfrtp_1, 67 x sky130_fd_sc_hd__nand2_1, 67 x sky130_fd_sc_hd__buf_4, 41 x sky130_fd_sc_hd__nor2_1, 35 x sky130_fd_sc_hd__inv_1",
        "final_layout_top_logic_cell": "sky130_fd_sc_hd__dfrtp_1",
        "layout-drive-gt1-share_pct": 28.8,
        "final_area_um2": 7510,
        "final-seq-area_um2": 2780,
        "fillCellCount": 1159,
        "utilization_pct": 53.9,
        "layout.area.comb_um2": 3150,
        "number_of_non_filler_instances_in_the_completed_layout": 867,
        "synthToLayoutAreaGrowth_pct": 31.2,
    },
    "floorplanning": {
        "ioPinCount": 6,
        "floorplan.die_area_um2": 14800,
        "core_util_floorplan_pct": 41.1,
        "num_rows": 43,
        "dieHeight_um": 122,
        "chipWidth_um": 122,
        "core-area_um2": 13900,
    },
    "critical_path": {
        "critical_path.cell_chain": "or4_4, or3_4, or3_4, buf_6, nor2_8, nand4_1, o21ai_1",
        "ff2ff_setup_slack_ns": -0.45,
        "critical_path.endpoint_type": "flop",
        "critical_path_fanouts_max": 7,
        "required_ns": 2.06,
        "critical_path.slowest_cell": "sky130_fd_sc_hd__or4_4",
        "reg2reg_from": "CURRENT_STATE[11]",
        "endpoint_arrival_time_on_the_critical_path_ns": 2.51,
        "critical_path_class": "reg2reg",
        "critical_path.reg2reg.endpoint": "TURNS_PLCP_PREAMBLE[4]",
        "timing.critical_path.mode_cell": "sky130_fd_sc_hd__or3_4",
        "critical_path.max_stage_delay_ns": 0.55,
        "worstRegToRegCells": 7,
        "timing.critical_path.from_type": "flop",
    },
    "hold_path": {
        "hp-class": "reg2async",
    },
    "global_routing": {
        "first_global_vias": 4408,
        "antenna_found_initial": 0,
        "grt_overflow": 0,
        "grt_start_max_net_pins": 68,
        "global_route_wire_length_before_repair_mm": 20.3,
        "global_route.usage.total_pct": 17.5,
    },
    "routing": {
        "firstDrtPassIters": 5,
        "remaining_drc_errors": 0,
        "wire_per_inst_um": 13.5,
        "drt-vias-per-instance": 5.26,
        "vias": 4563,
        "ant_diodes": 0,
        "finalWirelength_mm": 11.7,
        "drt_iter0_markers": 205,
        "ant_nets": 0,
    },
    "placement": {
        "port-buffer-count": 3,
        "dp_area_um2": 6520,
        "pre_cts_slack_ns": -0.758,
        "dp.final_hpwl_mm": 7.70,
        "globalplace.congestion": 0.829,
        "post-place-cells": 831,
    },
    "clock_tree": {
        "cts.sinks": 111,
        "tritoncts_clock_tree": "done",
        "path_clk_slew_ns": 0.06,
        "cts_hold_buf": 0,
    },
    "flow_run": {
        "tool_warnings": 47,
        "max-cap-violations": 0,
    },
    "run_status": {
        "violations": "negative setup slack",
        "run_status": "complete, but fails checks",
    },
}
## kinds of logic after synthesis
kind of cell | Yosys count | synth area share [%]
multiplexers | 10 | 2.05
XOR/XNOR | 20 | 3.06
buffers and inverters | 55 | 3.87
adder cells (fa/ha/maj) | 31 | 6.78
AND-OR/OR-AND | 114 | 12.9
AND/OR/NAND/NOR | 254 | 22.8
flip-flops | 111 | 48.5
## flip-flops by register name, indices dropped and copies added (netlist names), 3 cells and up
register,flops
CURRENT_STATE,11
DPBS_REMAINDER,8
TURNS_LENGTH_STATE,4
TURNS_PLCP_PREAMBLE,8
TURNS_PSDU_STATE,15
TURNS_SERVICE_STATE,4
TURNS_TAIL_STATE,3
TURNS_WAIT4INTER_STATE,9
interl.MEM_IN,12
interl.MEM_OUT,12
interl.counter,8
interl.j_col_IN,4
## worst max-delay path by stage
stage                        startpoint                endpoint  slack, ns  cells after the start
final                 CURRENT_STATE[11]  TURNS_PLCP_PREAMBLE[4]      -0.45                      7
after global routing  CURRENT_STATE[11]  TURNS_PLCP_PREAMBLE[7]      -0.53                      7
after CTS              CURRENT_STATE[7]  TURNS_PLCP_PREAMBLE[4]      -0.46                      7
## routing by layer
layer / up-vias / share of wire, % / global-route usage (%)
li1: 2281 / - / -
met1: 2208 / 49 / 27.6
met2: 64 / 46 / 26.7
met3: 10 / 3.3 / 3.53
met4: 0 / 1.1 / 2.16
met5: - / 0 / 0
## Yosys cell counts, drive strengths merged (11+ instances only)
library cell,number,area [µm²]
dfrtp,108,2700
nand2,74,278
nor2,48,196
o21ai,38,190
inv,37,139
nand3,37,185
ha,31,388
a21oi,17,85.1
and2,17,106
clkbuf,16,60.1
nand4,14,103
a21boi,11,82.6
nor3,11,55.1
nor4,11,81.3
xnor2,11,96.3
## power groups by stage
stage	sequential, mW	combinational (mW)	clock [mW]
CTS	2.77	0.771	2.85
global route	2.80	0.913	2.95
finish	2.77	0.812	2.79
## critical path: cells and delay by family, from the launching register on
kind	cells	cell delay, ns
buf+inv	1	0.15
compound gates	1	0.13
simple gates	5	1.54
flops	1	0.37
## repair_timing
| item | CTS | global route |
|---|---|---|
| cloned | 1 | 0 |
| setup endpoints to repair | 58 | 75 |
| pin swaps | 23 | 10 |
| buffers inserted | 4 | 8 |
| resized | 74 | 40 |
## layout make-up
class	count	share of cell area (%)
well taps	180	3.00
inverters	37	1.97
flip-flops and latches	111	37.0
clock buffers	19	5.31
clock inverters	4	0.933
repair buffers	87	9.88
multi-input cells	429	41.9
Power is estimated from default activity; no workload was simulated.
